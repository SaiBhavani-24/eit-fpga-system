[./constraint.sdc]
current_design adc7606c_advanced_controller

set clk_period 4.5
set clk_io_pct 0.2

create_clock -name clk0 -period $clk_period [get_ports {clk}]

set non_clock_inputs [all_inputs -no_clocks]
set_input_delay [expr $clk_period * $clk_io_pct] -clock clk0 $non_clock_inputs
set_output_delay [expr $clk_period * $clk_io_pct] -clock clk0 [all_outputs]
[./config.mk]
export PLATFORM = sky130hd
export DESIGN_NAME = adc7606c_advanced_controller
export DESIGN_NICKNAME = adc7606c_advanced_controller
export VERILOG_FILES = /design/flow/design.v
export SDC_FILE = /design/flow/constraint.sdc
export NUM_CORES = 4
export LEC_CHECK = 1
export CORE_UTILIZATION = 30
[./design.v]
module adc7606c_advanced_controller (
    input wire clk,
    input wire reset_n,
    input wire start_config,
	input wire step_done,
    input wire [7:0] channel_mask,
    output reg convst,
    input wire busy,
    output reg cs_n,
    output reg sclk,
    output reg mosi,
    input wire miso,
    input wire [15:0] adc_data_in_0,
    input wire [15:0] adc_data_in_1,
    input wire [15:0] adc_data_in_2,
    input wire [15:0] adc_data_in_3,
    input wire [15:0] adc_data_in_4,
    input wire [15:0] adc_data_in_5,
    input wire [15:0] adc_data_in_6,
    input wire [15:0] adc_data_in_7,
    output reg [2:0] channel,
    output reg [15:0] data_out,
    output reg data_ready,
    output reg crc_error,
    output reg timeout_error
);
     parameter IDLE = 3'd0,
          CONFIGURE = 3'd1,
          WAIT_BUSY = 3'd2,
          READ_DATA = 3'd3,
          DONE = 3'd4;
    reg [2:0] state, next_state;
    reg [31:0] spi_frame;
    reg [5:0] spi_bit_cnt;
    reg [7:0] crc;
    reg [2:0] config_channel;
    reg [7:0] mask_latched;
    reg [2:0] read_index;
    reg [15:0] sample_accum[7:0];
    reg [2:0] sample_count;
    reg [15:0] decimated_data;
    reg [15:0] timeout_counter;
    function [7:0] crc8;
        input [23:0] data;
        integer i;
        reg [7:0] crc;
        begin
            crc = 8'h00;
            for (i = 23; i >= 0; i = i - 1) begin
                crc = crc ^ {data[i], 7'b0};
                if (crc[7]) crc = (crc << 1) ^ 8'h07;
                else        crc = (crc << 1);
            end
            crc8 = crc;
        end
    endfunction
    reg [4:0] clk_div;
    wire spi_clk_en = (clk_div == 0);
    always @(posedge clk or negedge reset_n) begin
        if (!reset_n)
            clk_div <= 0;
        else
            clk_div <= clk_div + 1;
    end
    always @(posedge clk or negedge reset_n) begin
        if (!reset_n) begin
            state <= IDLE;
            cs_n <= 1;
            sclk <= 0;
            mosi <= 0;
            convst <= 0;
            data_out <= 16'h0000;
            channel  <= 3'b000;
            data_ready <= 0;
            config_channel <= 0;
            crc_error <= 0;
            timeout_error <= 0;
            timeout_counter <= 0;
        end else begin
            state <= next_state;
            case (state)
                IDLE: begin
                    data_ready <= 0;
                    timeout_error <= 0;
                    crc_error <= 0;
                    if (start_config) begin
                        mask_latched <= channel_mask;
                        config_channel <= 0;
                        spi_frame[31:24] <= {1'b0, 1'b0, 6'h01};  
                        spi_frame[23:8]  <= 16'h00A0;  
                        spi_frame[7:0]   <= crc8(spi_frame[31:8]);
                        spi_bit_cnt <= 0;
                        cs_n <= 0;
                        next_state <= CONFIGURE;
                    end else begin
                        next_state <= WAIT_BUSY;
                    end
                end
                CONFIGURE: begin
                    if (spi_clk_en) begin
                        sclk <= ~sclk;
                        if (sclk == 0) begin
                            mosi <= spi_frame[31];
                            spi_frame <= {spi_frame[30:0], 1'b0};
                            spi_bit_cnt <= spi_bit_cnt + 1;
                            if (spi_bit_cnt == 31) begin
                                cs_n <= 1;
                                next_state <= WAIT_BUSY;
                            end
                        end
                    end
                end
                WAIT_BUSY: begin
                    convst <= 1;
                    if (busy) begin
                        timeout_counter <= 0;
                        next_state <= WAIT_BUSY;
                    end else begin
                        convst <= 0;
                        read_index <= 0;
                        sample_count <= 0;
                        next_state <= READ_DATA;
                    end
                    if (timeout_counter > 16'hFFFF) begin
                        timeout_error <= 1;
                        next_state <= DONE;
                    end else begin
                        timeout_counter <= timeout_counter + 1;
                    end
                end
                READ_DATA: begin
                    if (mask_latched[read_index]) begin
                        sample_accum[read_index] <= adc_data_in_0[read_index];
                        sample_accum[read_index] <= adc_data_in_1[read_index];
                        sample_accum[read_index] <= adc_data_in_2[read_index];
                        sample_accum[read_index] <= adc_data_in_3[read_index];
                        sample_accum[read_index] <= adc_data_in_4[read_index];
                        sample_accum[read_index] <= adc_data_in_5[read_index];
                        sample_accum[read_index] <= adc_data_in_6[read_index];
                        sample_accum[read_index] <= adc_data_in_7[read_index];
                        decimated_data <= sample_accum[read_index];  
                        data_out <= decimated_data;
                        channel <= read_index;
                        data_ready <= 1;
                    end else begin
                        data_ready <= 0;
                    end
                    if (read_index == 7)
                        next_state <= DONE;
                    else
                        read_index <= read_index + 1;
                end
                DONE: begin
                    data_ready <= 0;
                    next_state <= IDLE;
                end
            endcase
        end
    end
endmodule
[./run.sh]
#!/bin/bash
# OpenROAD 26Q1-2900-gdf79404cd8, Yosys 0.63+post, stock flow scripts
make -C /OpenROAD-flow-scripts/flow DESIGN_CONFIG=/design/flow/config.mk WORK_HOME=/design/flow/orfs finish
==> impl_metrics.toml <==
# yosys + openroad results
[grt]
grt_max_degree = 35
grt_antenna_before_repair = 0
grt_pass1_wl_um = 11000
grt_usage = 0.102
grt-ovfl-total = 0
grt_pass1_vias = 2223

[yosys]
synth-main-ff-cell = "edfxtp_1"
netlist_instances = 311
ys_types = 44
ys_cells = 311
yosys.area_share.aoi = 0.0375
numSynthFlops = 79
syn-cell-area_sq_mm = 0.00413
netlist.area_leader.share = 0.443
ys_warn_count = 2
ys_sh_adder = 0.0272
synthSimpleGateAreaFrac = 0.117
synth.largest_area_cell = "edfxtp_1"
ys_seq_share = 0.553
syn_avg_cell_area_sq_um = 13.3
edf_count = 61
synth.logic.top_family = "XOR/XNOR gates"
yosys_area_sq_mm = 0.00413
ys_top_cells_by_area = "edfxtp_1, dfrtp_1, xnor3_1, xnor2_1, and2_1"
ys_sh_xor = 0.169
mux_share = 0.0484
synthArstFlopShare = 0.228

[detailed_routing]
ant_nets = 0
wl_per_cell_um = 12.5
vias_per_cell = 4.38
vias = 2293
totalWireLength_um = 6540
drt_pre_antenna_iters = 4
drc = 0
diodes = 0
initialDrtViolationCount = 127

[clocking]
cts.root.buffer_cell = "clkbuf_16"
path_clk_slew_ps = 60
clock_path_buffers = 2
clkSinkCount = 79
cts_resized = 0
holdBufCountCts = 0
tritoncts = "yes"
post-cts-setup-buffers = 0
cts_inserted_buffers = 9
worstSkewPairLatency_ps = 330
htreeDepth = 3

[layout]
final_area_sq_mm = 0.00487
final_layout_size_suffix_gt1_frac = 0.109
syn_to_final_growth_pct = 17.8

[placed_design]
dpl_cell_area_sq_mm = 0.00458
hpwl_um = 4690
portBuffers = 29
routabilityCongestion = 0.828

[power_and_ir_drop]
pwr-share-seq = 0.487
power_leakage_nw = 1.94
powerDensity_mw_per_mm2 = 352
p_int_w = 0.00136
p_clk_frac = 0.406
switching_power_w = 0.000358
p_sw_frac = 0.209
ir_drop_v = 0.000179
total_power_w = 0.00172
combPwrFrac = 0.107

[sta]
tns_ps = 0
final-setup-viol-count = 0
hold_viol_final = 0
clock.fmax_ghz = 0.359
slew_violations = 0
slew_headroom = 0.566
layout_min_cycle_time_ps = 2780
tightest_slew_ps = 649
min_period_over_period = 0.618
clock_skew_ps = 6.15
rsz0062_at_grt = "no"

[floorplanning]
fp_util = 0.310
die-area_sq_mm = 0.0142
io_pins = 168
dieHeight_um = 119
rows = 42
fp.dieW_um = 119
design.core.area_sq_mm = 0.0133

[setup_path]
critPathMaxStageDelay_ps = 540
endpoint_kind = "flop"
worst-path-stages = 7
critical_path_class = "flop to flop"
crit_required_ps = 4520
crit_path_top_delay_cell = "dfrtp_1"
cp_num_buf_inv = 2
arrival_ps = 2800
cp-start-kind = "flop"
critPathTopFamily = "simple AND/OR/NAND/NOR gates"
worstRegToRegCells = 7
worstPathCellList = "nor3b_2, buf_4, nand2_1, nor2_1, a21oi_1, nor2_4, buf_4"
worstPathMaxFanout = 34
crit_top_cell = "buf_4"

[min_path]
hold_depth = 0
min_path_type = "flop to flop"

[flow_run]
warning_count = 152
cap_violations = 0

[outcome]
status = "finished, final reports clean"
==> kinds of logic (layout without fill, tap and decap cells) <==
family	count (synthesis)	in the layout
simple gates	94	94
flops	79	79
xor+xnor	49	49
buf+inv	36	58
compound gates	27	27
mux	16	16
fa+ha+maj	9	9
other cells	1	16
==> state kept, by name, indices dropped and copies added (netlist names) <==
register and cells:
mosi 1, read_index 3, channel 3, sclk 1
mask_latched 8, data_ready 1, cs_n 1, decimated_data 1
spi_bit_cnt 6, clk_div 5, state 3, timeout_error 1
next_state 3, convst 1, data_out 1, spi_frame 32
sample_accum 8
==> metrics by stage <==
stage	instances	utilization	hold slack [ps]	setup WS, ps
final	524	0.365	345	1720
after detailed placement	508	0.343	335	1380
after global placement	508	0.343	331	1390
after floorplan	326	-	331	1050
after global routing	524	0.365	354	1450
after CTS	524	0.365	347	1650
==> worst register-to-register path: stages (launching register included) <==
cell	delay (ps)
dfrtp_1	540
nor3b_2	230
buf_4	310
nand2_1	130
nor2_1	250
a21oi_1	110
nor2_4	520
buf_4	360
==> metal layers <==
| layer | GRT usage | vias to the layer above | share of wire |
|---|---|---|---|
| met4 | 0.0172 | 0 | 0.018 |
| met1 | 0.157 | 1097 | 0.47 |
| met3 | 0.0323 | 10 | 0.055 |
| met5 | 0 | - | 0 |
| li1 | - | 1132 | - |
| met2 | 0.149 | 54 | 0.46 |
==> power groups by stage <==
stage	registers (W)	clock network, W	logic [W]
4_1_cts	0.000837	0.000716	0.000187
6_report	0.000836	0.000696	0.000183
5_1_grt	0.000840	0.000748	0.000203
==> final cells by class <==
cell class,instances,area (sq um)
inverters,10,37.5
repair buffers,32,313
clock inverters,6,61.3
multi-input cells,211,1720
flip-flops and latches,79,2280
clock buffers,10,229
fillers,1278,8480
well taps,176,220
==> synth_stat cells (3+ instances only) <==
library cell	instances
a21oi_1	10
and2_1	25
and3_1	6
buf_4	16
clkbuf_1	10
dfrtp_1	17
edfxtp_1	61
ha_1	9
inv_1	10
mux2_2	8
mux2i_1	5
nand2_1	22
nand2b_1	3
nand3_1	8
nor2_1	18
o21ai_0	8
xnor2_1	18
xnor2_2	3
xnor3_1	11
xor2_1	11
xor3_1	3
==> final timing paths <==
kind                                         start                         end  slack [ps]
max                             state[0]$_DFF_PN0_  spi_frame[8]$_SDFFCE_PN0P_        1720
min                        next_state[2]$_DFFE_PP_          state[2]$_DFF_PN0_         340
max reg2reg                     state[0]$_DFF_PN0_  spi_frame[8]$_SDFFCE_PN0P_        1720
min reg2reg                next_state[2]$_DFFE_PP_          state[2]$_DFF_PN0_         340
max in group asynchronous                  reset_n            cs_n$_DFFE_PN1P_        3320
min in group asynchronous                  reset_n        clk_div[4]$_DFF_PN0_         910
==> layout by cell type, fill, tap and decap left out, types with 5 or more instances in the layout <==
cell type        Yosys  layout
clkdlybuf4s50_1      0      29
and3_1               6       6
nand3_1              8       8
nor2_1              18      17
conb_1               1      16
ha_1                 9       9
xnor2_1             18      18
a21oi_1             10      10
mux2i_1              5       5
inv_1               10      10
mux2_2               8       8
dfrtp_1             17      17
xor2_1              11      11
and2_1              25      25
nand2_1             22      22
edfxtp_1            61      61
o21ai_0              8       8
clkbuf_16            0       9
xnor3_1             11      11
Power is estimated from default activity; no workload was simulated.
