$ cat flow/design.v
module dac_controller (
    input wire clk,
    input wire rst,
    input wire start_dac,
    input wire [15:0] dac_val,
    output reg dac_done,
    output reg spi_clk,
    output reg spi_mosi,
    output reg spi_cs
);
reg [3:0] state;
reg [15:0] shift_reg;
reg [4:0] bit_cnt;
always @(posedge clk or posedge rst) begin
    if (rst) begin
        state <= 0;
        spi_cs <= 1;
        spi_clk <= 0;
        spi_mosi <= 0;
        dac_done <= 0;
    end else begin
        case (state)
            0: if (start_dac) begin
                shift_reg <= dac_val;
                bit_cnt <= 15;
                spi_cs <= 0;
                state <= 1;
            end
            1: begin
                spi_mosi <= shift_reg[bit_cnt];
                spi_clk <= ~spi_clk;
                if (spi_clk) begin
                    bit_cnt <= bit_cnt - 1;
                    if (bit_cnt == 0) state <= 2;
                end
            end
            2: begin
                spi_cs <= 1;
                dac_done <= 1;
                state <= 3;
            end
            3: if (!start_dac) begin
                dac_done <= 0;
                state <= 0;
            end
        endcase
    end
end
endmodule
$ cat flow/run.sh
#!/bin/bash
# OpenROAD 26Q1-2900-gdf79404cd8, Yosys 0.63+post, stock flow scripts
make -C /OpenROAD-flow-scripts/flow DESIGN_CONFIG=/design/flow/config.mk WORK_HOME=/design/flow/orfs finish
$ cat flow/config.mk
export PLATFORM = sky130hd
export DESIGN_NAME = dac_controller
export DESIGN_NICKNAME = dac_controller
export VERILOG_FILES = /design/flow/design.v
export SDC_FILE = /design/flow/constraint.sdc
export NUM_CORES = 4
export LEC_CHECK = 1
export CORE_AREA = 10 10 94 94
export DIE_AREA = 0 0 104 104
$ cat flow/constraint.sdc
current_design dac_controller

set clk_period 2.3
set clk_io_pct 0.2

create_clock -name clk0 -period $clk_period [get_ports {clk}]

set non_clock_inputs [all_inputs -no_clocks]
set_input_delay [expr $clk_period * $clk_io_pct] -clock clk0 $non_clock_inputs
set_output_delay [expr $clk_period * $clk_io_pct] -clock clk0 [all_outputs]
==> ds_physical_params.txt <==
Physical design parameters

Parameter                              Value

Clock tree
  Buffer depth of the longest clock path .................. 2
  Cts bufs inserted .................. 5
  Number of hold buffers added after cts .................. 0
  Count of H-tree levels built during CTS .................. 2
  Clock tree from TritonCTS .................. yes
  Master cell of the clock root buffer .................. clkbuf_8
  Total clock sinks .................. 29
  Count of instances resized after the clock tree is built .................. 0
  Clock transition at the register clock pins on the worst setup and hold paths after CTS .................. 60 ps
  Post-CTS setup buffer count .................. 0
  Later-pin clock latency in the skew report .................. 270 ps

Yosys
  Sequential element share of the synthesized area .................. 68.38%
  Cell count listed in synth_stat.txt .................. 79
  Post-synthesis cell type count .................. 30
  Top area contributor share .................. 51.75%
  Multiplexer share of the synthesized area .................. 8.830%
  Count of flip-flops with a built-in enable after synthesis .................. 21
  Cell types with the highest counts after synthesis .................. 21 x edfxtp_1, 6 x dfrtp_1, 5 x nand2_1, 5 x nor2_1, 4 x mux2i_1
  Share of synthesized cell area in full adder, half adder and majority cells .................. 2.053%
  Gate Count Post-Synth .................. 79
  XOR/XNOR Area Share .................. 2.875%
  Dominant cells by area after synthesis .................. edfxtp_1 52%, dfrtp_1 12%, mux4_2 5.5%, dfstp_2 4.3%, mux2i_1 3.3%
  Area of the synthesized netlist per yosys stat .................. 1219 um^2
  Ao+oa area frac .................. 4.723%
  Cell area after technology mapping .................. 1219 um^2
  Total number of yosys warnings .................. 1
  Async set-reset flop share out of synthesis .................. 27.59%
  Predominant post-synthesis flop cell .................. edfxtp_1
  Library cell with the highest instance count after synthesis .................. edfxtp_1
  Largest area contributor in the netlist .................. edfxtp_1
  Synthesis-stage register bit count .................. 29
  Simple Share, Synth .................. 10.06%
  Average cell area after synthesis .................. 15.43 um^2
  Main logic family .................. simple AND/OR/NAND/NOR gates

Drt
  Via density .................. 3.420
  Sum of met2 wire segment lengths after detailed routing .................. 1.007 mm
  Number of vias after detailed routing .................. 701
  Number of nets with antenna violations after routing .................. 0
  Antenna cells .................. 0
  Initial drt markers .................. 70
  Pre-Repair DR Iteration Count .................. 4
  Final Routed Wirelength .................. 2.189 mm
  Met1 wire length .................. 1.001 mm
  Uppermost signal routing layer after detailed routing .................. met4
  Detail Route met3 WL .................. 143 um
  Post-route DRC violation count .................. 0
  Post-detailed-route wirelength per cell .................. 10.68 um

Die
  Width of the die .................. 104 um
  Die Y-Extent .................. 104 um
  Chip footprint .................. 10820 um^2
  Core Footprint .................. 6832 um^2
  # rows .................. 30
  Core Util at FP .................. 17.84%
  IO Pins .................. 23

Critical path
  Largest delay contributor family on the critical path .................. flip-flops
  Kind of launch point of the worst setup path .................. register
  Slowest CP cell .................. dfstp_2
  Maximum fanout along the worst path .................. 3
  Crit path depth .................. 1
  Cell-by-cell trace of the critical path .................. clkdlybuf4s50_1
  Crit-path max cell delay .................. 530 ps
  Data required time of the worst path .................. 1840 ps
  Sum of buffers and inverters on the critical path .................. 1
  Type of element capturing the critical path .................. primary output
  Crit path kind .................. register to primary output
  Crit path DAT .................. 1270 ps
  Slack of the worst reg-to-reg path .................. 650 ps
  Cell depth of the worst flop-to-flop path .................. 5

Timing
  Setup TNS Final .................. 0 ps
  Final setup violation count .................. 0
  Post-route clock period utilization .................. 75.12%
  Setup repair after global routing missed its margin .................. false
  Least setup slack across all paths after layout .................. 572.2 ps
  Final critical path time including I/O delays and setup .................. 1728 ps
  Largest clock skew in the final design .................. 3.559 ps
  Max-slew violations .................. 0
  Slew headroom .................. 72.14%
  Worst hold-check slack .................. 485.7 ps
  Fin. Hold Viols .................. 0
  Actual transition at the worst max-transition pin .................. 417.9 ps
  Fmax .................. 578.8 MHz

Placement
  Pre-CTS setup slack .................. 478.7 ps
  Final GP Congestion .................. 0.7310
  Placed wire-length estimate .................. 1.575 mm
  Number of port buffers .................. 22

Worst hold path
  Class of the most critical hold timing path .................. register to register
  Min-Delay Path Depth .................. 1

Layout
  Number of flip-flops under the largest register name .................. 16
  Area delta synth->final .................. 35.01%
  Share of cells above drive strength 1 .................. 12.84%

Job
  Max_cap viols .................. 0
  Count of tool warnings .................. 26

Pwr
  Maximum VDD drop .................. 0.4388 mV
  Pwr Density .................. 702.0 nW/um^2
  LEAKAGE .................. 0.5998 nW

GRT
  Wire length of the first global-routing pass .................. 3.663 mm
  Via count of the first global-routing pass .................. 732
  Number of antenna violations at the first check in global routing .................. 0
  Largest net degree at the start of global routing .................. 17
  Global router's overall resource usage .................. 4.139%
  Final global-route overflow total .................. 0

Run status
  Status .................. completed
[path summary, 6_finish.rpt]
check                           start          to
setup / recovery               spi_cs      spi_cs
setup reg to reg           bit_cnt[0]  bit_cnt[4]
hold reg to reg              state[3]    dac_done
min in group asynchronous         rst    state[2]
max in group asynchronous         rst      spi_cs
hold / removal               state[3]    dac_done
[per-layer routing]
metal	global-route usage (%)	up-vias
li1	-	345
met1	5.683	331
met2	6.216	20
met3	1.629	5
met4	0.5964	0
met5	0	-
[where the power goes]
group          internal [mW]  leakage [nW]  switching (mW)  total [mW]
sequential             0.591         0.280          0.0350       0.626
combinational         0.0826         0.274          0.0325       0.115
clock                  0.243        0.0455           0.171       0.414
[cells in the final DEF (no fill, tap or decap), types with 2 or more instances in the layout]
cell type and instances:
clkbuf_1 2, nand2_1 5, mux4_2 3, dfrtp_1 6, a21o_1 2, inv_1 3
and3_1 2, xnor2_1 2, edfxtp_1 21, mux2i_1 4, xor2_1 2, clkbuf_8 6
ha_1 2, dfstp_2 2, clkdlybuf4s50_1 22, nor2_1 5, nor2b_1 2, buf_4 3
nor3_1 2
[cell families after synthesis]
kind of cell | count (synthesis)
adders and majority gates | 2
and+or+nand+nor | 23
buffers and inverters | 6
DFF | 29
muxes | 7
AOI/OAI and AO/OA | 8
xor gates and xnor gates | 4
[metrics by stage]
stage	total power, mW	util [%]	cells	area (um^2)
finish	1.155	24.08	205	1645
global route	1.222	24.08	205	1645
CTS	1.176	24.08	205	1645
detailed placement	0.7543	22.77	197	1555
global placement	0.7539	22.77	197	1555
floorplan	0.6749	-	79	1219
[layout make-up]
class,count,area [um^2]
tap,96,120.1
timing repair buffer,25,242.7
fill,731,5186
multi-input combinational,44,347.8
sequential,29,833.3
inverter,3,11.26
clock buffer,8,90.09
Power figures rest on the tool's default switching activity, not on a simulated workload.
