`/design/flow/config.mk`:
```
export PLATFORM = sky130hd
export DESIGN_NAME = mux_controller
export DESIGN_NICKNAME = mux_controller
export VERILOG_FILES = /design/flow/design.v
export SDC_FILE = /design/flow/constraint.sdc
export NUM_CORES = 4
export LEC_CHECK = 1
export CORE_AREA = 10 10 91 91
export DIE_AREA = 0 0 101 101
```
`/design/flow/constraint.sdc`:
```
current_design mux_controller

set clk_period 2.1
set clk_io_pct 0.2

create_clock -name clk0 -period $clk_period [get_ports {clk}]

set non_clock_inputs [all_inputs -no_clocks]
set_input_delay [expr $clk_period * $clk_io_pct] -clock clk0 $non_clock_inputs
set_output_delay [expr $clk_period * $clk_io_pct] -clock clk0 [all_outputs]
```
`/design/flow/design.v`:
```
module mux_controller (
    input wire clk,
    input wire rst,
    input wire start_mux,
    input wire [7:0] mux_val,
    output reg mux_done,
    output reg spi_clk,
    output reg spi_mosi,
    output reg spi_cs,
    output reg [7:0] gpio_mux
);
reg [3:0] state;
reg [7:0] shift_reg;
reg [2:0] bit_cnt;
always @(posedge clk or posedge rst) begin
    if (rst) begin
        state <= 0;
        spi_cs <= 1;
        spi_clk <= 0;
        spi_mosi <= 0;
        mux_done <= 0;
        gpio_mux <= 0;
    end else begin
        case (state)
            0: if (start_mux) begin
                shift_reg <= mux_val;
                bit_cnt <= 7;
                spi_cs <= 0;
                state <= 1;
            end
            1: begin
                spi_mosi <= shift_reg[bit_cnt];
                spi_clk <= ~spi_clk;
                if (spi_clk) begin
                    bit_cnt <= bit_cnt - 1;
                    if (bit_cnt == 0) state <= 2;
                end
            end
            2: begin
                spi_cs <= 1;
                gpio_mux <= mux_val;  
                mux_done <= 1;
                state <= 3;
            end
            3: if (!start_mux) begin
                mux_done <= 0;
                state <= 0;
            end
        endcase
    end
end
endmodule
```
`/design/flow/run.sh`:
```
#!/bin/bash
# OpenROAD 26Q1-2900-gdf79404cd8, Yosys 0.63+post, stock flow scripts
make -C /OpenROAD-flow-scripts/flow DESIGN_CONFIG=/design/flow/config.mk WORK_HOME=/design/flow/orfs finish
```
==> impl_metrics.py <==
# Auto-generated metrics
metrics = {
    "die": {
        "floorplan.rows": 29,
        "ios": 23,
        "core_region_area_um2": 6350,
        "fp_util": 0.169,
        "die.size.y_um": 101,
        "die.size.x_um": 101,
        "overall_die_area_um2": 10200,
    },
    "worst_setup_path": {
        "critical_path.max_fanout": 3,
        "cp-start-kind": "flip-flop",
        "critical_path_cell_count": 1,
        "worst_ep_required_time_ns": 1.68,
        "critical_path_class": "reg2out",
        "category_of_the_worst_setup_path_capture_point": "output pin",
        "worst-r2r-cell-count": 3,
        "slowest_delay_ns": 0.55,
        "crit_path_cell_trace": "clkdlybuf4s50_1",
        "crit_path_top_delay_cell": "sky130_fd_sc_hd__dfstp_2",
        "buf_inv_on_cp": 1,
        "critical_path.top_delay_family": "flip-flops",
        "arrival_ns": 1.28,
    },
    "clocking": {
        "clock_tree.root_cell": "sky130_fd_sc_hd__clkbuf_8",
        "cts_inserted_buffers": 3,
        "worst_setup_hold_path_clk_slew_ns": 0.09,
        "post_cts.resized_instances": 0,
        "max_buffers_root_to_sink": 2,
        "numClockSinks": 27,
        "clock.latency.late_pin_ns": 0.26,
        "cts.repair_timing.setup_buffer_count": 0,
        "ctsHoldBuffers": 0,
        "cts_htree_levels": 1,
        "clock_tree_from_tritoncts": "built",
    },
    "routing": {
        "detail_route.drc_violations": 0,
        "drt_pass1_iterations": 4,
        "vias": 611,
        "routedLengthMet1_um": 844,
        "drt-wirelength-per-cell_um": 11.4,
        "detailedRoute.firstIterationViolations": 21,
        "routed-wl-met3_um": 145,
        "detail_route.antenna_diodes": 0,
        "wl_met2_um": 1010,
        "max_used_layer": "met4",
        "antenna_left": 0,
        "routed_wl_um": 2010,
        "via_per_instance_ratio": 3.47,
    },
    "final_timing": {
        "setup-tns-final_ns": 0,
        "timing.max_slew.rel_slack": 0.672,
        "final.setup_skew_ns": 0.000858,
        "setup-violations-final": 0,
        "hold_viol_final": 0,
        "layout_worst_path_cycle_share": 0.807,
        "final_max_tran_viols": 0,
        "timing_worst_slew_pin_value_ns": 0.492,
        "timing.final.crit_period_ns": 1.70,
        "max_clock_freq_ghz": 0.590,
        "grt_setup_unrepaired": "no",
        "setup_ws_final_ns": 0.405,
    },
    "yosys": {
        "ys_warn_count": 1,
        "post_synth_main_area_contributors": "sky130_fd_sc_hd__dfrtp_1 (33%), sky130_fd_sc_hd__edfxtp_1 (31%), sky130_fd_sc_hd__mux2_2 (8.4%)",
        "synthCells": 74,
        "yosys_cells": 74,
        "yosys.stat.chipArea_um2": 1070,
        "post-synth-top-area-cell": "sky130_fd_sc_hd__dfrtp_1",
        "top_area_frac": 0.326,
        "synth_area_um2": 1070,
        "synth_cell_type_count": 22,
        "postSynthAreaPerCell_um2": 14.5,
        "synth.yosys.seq_area_share": 0.682,
        "ys_seq_elements": 27,
    },
    "power": {
        "portion_of_total_power_attributed_to_combinational_logic": 0.279,
        "clkPwrFrac": 0.186,
        "switchingPower_w": 0.000370,
        "power.share.sequential": 0.535,
        "switching_fraction_of_total_power": 0.241,
        "leakage_nw": 0.575,
        "power.density_nw_per_um2": 1070,
        "power.internal_w": 0.00116,
        "total_power_w": 0.00153,
        "power.ir.vdd_worst_mv": 0.410,
    },
    "global_route": {
        "total_grt_usage": 0.0391,
        "first_global_vias": 660,
        "grt_max_degree": 15,
        "grt_first_pass_wirelength_um": 3220,
        "grt_overflow_total": 0,
        "grt_antenna_before_repair": 0,
    },
    "placement": {
        "dpl.hpwl_um": 1620,
        "dp_slack_ns": 0.251,
        "io_buffers": 22,
        "placedCellCount": 172,
        "place_congestion": 0.747,
    },
    "run": {
        "tally_of_max_capacitance_violations": 0,
        "tool_warnings": 26,
    },
    "finish": {
        "final_layout_size_suffix_gt1_frac": 0.162,
        "most_frequent_logic_cell_in_the_layout": "sky130_fd_sc_hd__clkdlybuf4s50_1",
        "area_growth_pct": 33.2,
        "fillCellCount": 654,
        "mostFrequentLayoutCells": "sky130_fd_sc_hd__clkdlybuf4s50_1 (22), sky130_fd_sc_hd__dfrtp_1 (14), sky130_fd_sc_hd__edfxtp_1 (11)",
        "layoutNonFillerInstCount": 176,
    },
    "run_status": {
        "run_status": "finished clean",
    },
    "hold_path": {
        "min_path_type": "in2async",
    },
}
## layer usage
metal | track usage | vias up
met2 | 0.0688 | 17
met3 | 0.0159 | 2
met4 | 0.00536 | 0
met5 | 0 | -
li1 | - | 302
met1 | 0.0444 | 290
## final timing paths
check                                          from                 endpoint  slack [ns]
max in group asynchronous                       rst       spi_cs$_DFFE_PP1P_        1.10
max reg2reg                bit_cnt[0]$_SDFFCE_PN1P_     spi_mosi$_DFFE_PP0P_        0.73
max                              spi_cs$_DFFE_PP1P_                   spi_cs        0.40
min reg2reg                 gpio_mux[3]$_DFFE_PP0P_  gpio_mux[3]$_DFFE_PP0P_        0.51
min in group clk0           gpio_mux[3]$_DFFE_PP0P_  gpio_mux[3]$_DFFE_PP0P_        0.51
min                                             rst      spi_clk$_DFFE_PP0P_        0.47
## synthesized netlist by cell type
cell / instances
sky130_fd_sc_hd__nor3_1: 1
sky130_fd_sc_hd__clkbuf_1: 1
sky130_fd_sc_hd__edfxtp_1: 11
sky130_fd_sc_hd__nor3b_1: 1
sky130_fd_sc_hd__mux4_2: 1
sky130_fd_sc_hd__a21o_1: 1
sky130_fd_sc_hd__a21oi_1: 1
sky130_fd_sc_hd__nand2b_1: 1
sky130_fd_sc_hd__inv_1: 4
sky130_fd_sc_hd__xnor2_1: 1
sky130_fd_sc_hd__mux2i_1: 5
sky130_fd_sc_hd__mux2_2: 8
sky130_fd_sc_hd__nor2_1: 6
sky130_fd_sc_hd__ha_1: 2
sky130_fd_sc_hd__buf_2: 1
sky130_fd_sc_hd__o21ai_0: 3
sky130_fd_sc_hd__nand2_1: 7
sky130_fd_sc_hd__dfstp_2: 2
sky130_fd_sc_hd__nor2b_1: 1
sky130_fd_sc_hd__xor2_1: 1
sky130_fd_sc_hd__buf_6: 1
sky130_fd_sc_hd__dfrtp_1: 14
## layout make-up
class                           count  area, µm²  area share
Inverter                            4       15.0      0.0105
Multi-Input combinational cell     40        307       0.214
Clock buffer                        4       45.0      0.0315
Timing Repair Buffer               24        235       0.164
Tap cell                           77       96.3      0.0673
Sequential cell                    27        733       0.512
## stage by stage
stage | utilization | hold slack (ns) | instance area [µm²]
2_1_floorplan | - | 0.332 | 1070
3_3_place_gp | 0.218 | 0.488 | 1390
3_5_place_dp | 0.218 | 0.495 | 1390
4_1_cts | 0.225 | 0.487 | 1430
5_1_grt | 0.225 | 0.493 | 1430
6_report | 0.225 | 0.473 | 1430
## cells by family (layout without fill, tap and decap cells)
group,Yosys count,in the layout,share of synthesized area
AND-OR/OR-AND,5,5,0.0256
XOR/XNOR,2,2,0.0163
adder cells (fa/ha/maj),2,2,0.0233
buffers and inverters,7,32,0.0326
flip-flops,27,27,0.682
multiplexers,14,14,0.151
AND/OR/NAND/NOR,17,17,0.0687
## power by group through the flow
stage         Sequential [W]  Clock, W  Combinational [W]
CTS                 0.000825  0.000300           0.000445
global route        0.000848  0.000318           0.000478
finish              0.000820  0.000284           0.000428
Power is estimated from default activity; no workload was simulated.
